===== flow/run.sh =====
#!/bin/bash
# OpenROAD 26Q1-2900-gdf79404cd8, Yosys 0.63+post, stock flow scripts
make -C /OpenROAD-flow-scripts/flow DESIGN_CONFIG=/design/flow/config.mk WORK_HOME=/design/flow/orfs finish

===== flow/config.mk =====
export PLATFORM = sky130hd
export DESIGN_NAME = uart_rx
export DESIGN_NICKNAME = uart_rx
export VERILOG_FILES = /design/flow/design.v
export SDC_FILE = /design/flow/constraint.sdc
export NUM_CORES = 4
export LEC_CHECK = 1
export CORE_AREA = 10 10 88 88
export DIE_AREA = 0 0 98 98

===== flow/constraint.sdc =====
current_design uart_rx

set clk_period 1.4
set clk_io_pct 0.2

create_clock -name clk0 -period $clk_period [get_ports {clk}]

set non_clock_inputs [all_inputs -no_clocks]
set_input_delay [expr $clk_period * $clk_io_pct] -clock clk0 $non_clock_inputs
set_output_delay [expr $clk_period * $clk_io_pct] -clock clk0 [all_outputs]

===== flow/design.v =====
module uart_rx (
    input  logic       clk,      
    input  logic       rst,       
    input  logic       rx,        
    output logic [7:0] rx_data,   
    output logic       rx_done    
);
    typedef enum logic [1:0] {
        IDLE,
        START,
        RECEIVE,
        DONE
    } state_t;
    state_t current_state, next_state;
    logic [3:0] bit_count;
    logic [7:0] data_buf;
    logic [7:0] rx_shift;
    always_ff @(posedge clk or posedge rst) begin
        if (rst)
            current_state <= IDLE;
        else
            current_state <= next_state;
    end
    always_comb begin
        next_state = current_state;
        case (current_state)
            IDLE:    if (~rx) next_state = START;
            START:   next_state = RECEIVE;
            RECEIVE: if (bit_count == 7) next_state = DONE;
            DONE:    next_state = IDLE;
        endcase
    end
    always_ff @(posedge clk or posedge rst) begin
        if (rst) begin
            rx_shift  <= 8'd0;
            bit_count <= 0;
            rx_done   <= 0;
            rx_data   <= 8'd0;
        end else begin
            case (current_state)
                IDLE: begin
                    rx_done <= 0;
                end
                START: begin
                    bit_count <= 0;
                end
                RECEIVE: begin
                    rx_shift <= {rx, rx_shift[7:1]};
                    bit_count <= bit_count + 1;
                end
                DONE: begin
                    rx_data <= rx_shift;
                    rx_done <= 1;
                end
            endcase
        end
    end
endmodule

==> ci_impl_report.md <==
## Synthesis and layout report

| Metric | Value |
|---|---|
| DRC Markers | 0 |
| P_sw | ~690 uW |
| CP arrival | about 1100 ps |
| Area leader share | 0.628 |
| Layout Utilization | 0.205 |
| R2R cell count | 3 |
| Global router's overall resource usage | 0.0361 |
| Synth Seq Share | 0.656 |
| Highest layer used for signal routing | met4 |
| FFs w/ async S/R, synth | 1.00 |
| Pin count of the biggest net entering global routing | 26 |
| Row cnt | 28 |
| Mean routed wirelength per cell | ~11 um |
| Drt pass-1 iters | 4 |
| Netlist cell types | 17 |
| P&R area growth vs syn | 27.2% |
| PortBufs | 11 |
| TritonCTS clock tree | done |
| Registers, synthesis | 25 |
| Internal power | approximately 1.7 mW |
| Power Dens Cells | between 1500 and 2000 mW/mm2 |
| Dpl hpwl | around 1.2 mm |
| # clock sinks | 25 |
| Yosys stat area | ~960 um2 |
| LEAKAGE | a little under 0.6 nW |
| GPL Wtd Cong | 0.663 |
| Vias in the first global route | approximately 600 |
| Share of power burned in registers | 0.531 |
| Initial antenna violation count | 0 |
| Clk pwr share | 0.185 |
| Fillcell total | just over 600 |
| Hold_buf cts | 0 |
| Yosys warning count | 1 |
| Crit path launch type | flip-flop |
| Worst slew pin tran | roughly 480 ps |
| DIE AREA | 0.00960 mm2 |
| Status | complete, no violations |
| Initial drt markers | 23 |
| Fin. max-slew vios | 0 |
| H-Tree Depth | 1 |
| Cell count along the critical path | 1 |
| Worst-Skew Late Latency | about 270 ps |
| Max-slew headroom | 0.678 |
| Comb power frac | 0.284 |
| ANT nets after route | 0 |
| Syn Inst Count | 65 |
| WS Path Type | reg2out |
| Final Hold Violation Tally | 0 |
| Top cells by area, synth | dfrtp_1, mux2_2, dfstp_2 |
| Synthesized cell area | roughly 960 um2 |
| Antenna Diode Count | 0 |
| I/O Pins | 12 |
| Core ar. | 0.00592 mm2 |
| Clock Skew | 2.67 ps |
| Max Cap Violations | 0 |
| Root Driver | clkbuf_8 |
| Endpoints failing setup | 0 |
| Vias | about 530 |
| Routed vias/inst | between 3 and 4 |
| Final period demand of the worst path | around 1400 ps |
| Predominant post-synthesis flop cell | dfrtp_1 |
| CP endpoint kind | primary output |
| Synth top cells by count | dfrtp_1, mux2_2, inv_1 |
| Met1 wire length | approximately 730 um |
| Worst Hold Class | in2async |
| Routed wl met3 | approximately 130 um |
| Number of cells in Yosys stat | ~65 |
| Share of cells above drive strength 1 | 0.288 |
| Largest stage delay, worst path | between 400 and 500 ps |
| Synth area leader | dfrtp_1 |
| Net Sw Frac | 0.288 |
| CTS buffer count | 3 |
| Cell Chain, Critical Path | clkdlybuf4s50_1 |
| Global-route wire length before repair | roughly 2.9 mm |
| Count of tool warnings | 25 |
| Total Wirelength | ~1.7 mm |
| Clock buffer depth | 2 |
| Final worst path period share | 0.970 |
| Max FO, Critical Path | 2 |
| Initial core utilization | 0.161 |
| Die Wd | between 90 and 100 um |
| Post-synth EDFFs | 0 |
| Critical Path Slowest Stage Cell | clkdlybuf4s50_1 |
| GRT overflow | 0 |
| Die H | between 90 and 100 um |
| Worst-path clk slew | approximately 90 ps |
| VDD IR-drop max | slightly below 0.0006 V |
| Most common cell in the synthesized netlist | dfrtp_1 |
| Max Fclk | about 0.74 GHz |
| Wire length on met2 | between 800 and 900 um |
| Worst path bufs/invs | 1 |
| Worst hold slack | roughly 320 ps |
| CP Data Required Time | about 1100 ps |
| Avg Inst Size Synth | ~15 um2 |
| Cell family with most CP delay | buffers and inverters |
cell type report:
type                       instances  area (um2)  area share
multi-input combinational         34         295       0.243
clock buffer                       3        41.3      0.0340
timing repair buffer              13         135       0.111
inverter                           4        15.0      0.0123
clock inverter                     1        8.76     0.00720
sequential                        25         627       0.515
tap                               75        93.8      0.0772
cell families (layout without fill, tap and decap cells):
kind of cell             after synthesis  count (layout)  synth area share
buffers and inverters                  6              21            0.0353
XOR/XNOR                               2               2            0.0183
adder cells (fa/ha/maj)                1               1            0.0131
AND/OR/NAND/NOR                        8               8            0.0380
AND-OR/OR-AND                          7               7            0.0510
flip-flops                            25              25             0.656
multiplexers                          16              16             0.188
power groups by stage:
stage     Clock (mW)  Sequential, mW  Combinational [mW]
4_1_cts        0.470            1.28               0.694
5_1_grt        0.498            1.33               0.766
6_report       0.445            1.28               0.683
state kept, by name, summed over array words and instances (netlist names):
signal	count
bit_count	4
rx_done	1
rx_shift	8
rx_data	8
current_state	4
tightest hold or removal path, delay by kind of cell:
kind | cells | cell delay (ps)
buffers and inverters | 3 | 660
worst paths after layout:
kind	slack (ps)	start	to
min in group clk0	480	rx_done	rx_done
hold / removal	320	rst	current_state[1]
hold reg to reg	480	rx_done	rx_done
setup reg to reg	190	current_state[1]	bit_count[2]
setup / recovery	40	rx_data[1]	rx_data[1]
max in group asynchronous	860	rst	current_state[0]
repair_timing:
item | 4_1_cts | 5_1_grt
resized | 6 | 2
buffers inserted | 0 | 1
endpoints found under the setup margin | 6 | 3
cloned | 0 | 0
layout by cell type, fill, tap and decap left out, drive strengths merged, types with 2 or more instances in the layout:
master	instances
nand2	2
dfrtp	24
dlymetal6s2s	2
mux2	16
a21o	3
o22ai	2
dlygate4sd2	6
buf	2
clkdlybuf4s50	3
nand3	2
nor2	3
clkbuf	3
inv	5
through the flow:
step	total power, mW	instances	worst slack [ps]	setup TNS, ps	cell area, um2
after floorplan	1.69	65	401	0	956
after global placement	1.98	150	261	0	1160
after detailed placement	2.03	150	212	0	1160
after CTS	2.45	154	8.25	0	1200
after global routing	2.59	155	-2.19	-2.19	1220
final	2.41	155	42.2	0	1220
metal layers:
metal  vias up  track usage
met2         9       0.0584
li1        251            -
met4         0      0.00336
met1       263       0.0446
met3         2       0.0171
met5         -            0
Power figures rest on the tool's default switching activity, not on a simulated workload.
