==> flow/design.v <==
module uart_tx (
    input  logic       clk,        
    input  logic       rst,        
    input  logic       tx_start, 
    input  logic [7:0] tx_data,    
    output logic       tx,         
    output logic       tx_done     
);
    typedef enum logic [1:0] {
        IDLE,
        START,
        SEND,
        DONE
    } state_t;
    state_t current_state, next_state;
    logic [9:0] shift_reg;
    logic [3:0] bit_count;
    always @(posedge clk or posedge rst) begin
        if (rst)
            current_state <= IDLE;
        else
            current_state <= next_state;
    end
    always @(*) begin
        next_state = current_state;
        case (current_state)
            IDLE:   if (tx_start) next_state = START;
            START:  next_state = SEND;
            SEND:   if (bit_count == 9) next_state = DONE;
            DONE:   next_state = IDLE;
        endcase
    end
    always @(posedge clk or posedge rst) begin
        if (rst) begin
            shift_reg <= 10'b1111111111;
            bit_count <= 0;
            tx        <= 1;
            tx_done   <= 0;
        end else begin
            case (current_state)
                IDLE: begin
                    tx      <= 1;
                    tx_done <= 0;
                end
                START: begin
                    shift_reg <= {1'b1, tx_data, 1'b0}; 
                    bit_count <= 0;
                end
                SEND: begin
                    tx        <= shift_reg[0];
                    shift_reg <= shift_reg >> 1;
                    bit_count <= bit_count + 1;
                end
                DONE: begin
                    tx_done <= 1;
                    tx      <= 1;
                end
            endcase
        end
    end
endmodule
==> flow/run.sh <==
#!/bin/bash
# OpenROAD 26Q1-2900-gdf79404cd8, Yosys 0.63+post, stock flow scripts
make -C /OpenROAD-flow-scripts/flow DESIGN_CONFIG=/design/flow/config.mk WORK_HOME=/design/flow/orfs finish
==> flow/config.mk <==
export PLATFORM = sky130hd
export DESIGN_NAME = uart_tx
export DESIGN_NICKNAME = uart_tx
export VERILOG_FILES = /design/flow/design.v
export SDC_FILE = /design/flow/constraint.sdc
export NUM_CORES = 4
export LEC_CHECK = 1
export CORE_AREA = 10 10 82 82
export DIE_AREA = 0 0 92 92
==> flow/constraint.sdc <==
current_design uart_tx

set clk_period 1.9
set clk_io_pct 0.2

create_clock -name clk0 -period $clk_period [get_ports {clk}]

set non_clock_inputs [all_inputs -no_clocks]
set_input_delay [expr $clk_period * $clk_io_pct] -clock clk0 $non_clock_inputs
set_output_delay [expr $clk_period * $clk_io_pct] -clock clk0 [all_outputs]
==> out/qor.yml <==
run_status:
  status: "finished, final reports clean"
timing:
  fmax_mhz: 619
  worstMarginPinSlew_ns: 0.664
  min_period_ns: 1.62
  setup_viol: 0
  rsz0062_at_grt: "no"
  post-route-period-util_pct: 85.0
  finalMaxSlewViolations: 0
  clock-skew-final_ns: 0.00475
  setup_tns_ns: 0
  timing_hold_violations_final: 0
  slew_headroom_pct: 55.8
detailed_routing:
  routed-wl-met2_um: 751
  vias: 577
  wl_met3_um: 30
  top_layer: "met4"
  routed_wl_um: 1570
  drtIter0Drc: 42
  drc: 0
  vias_per_cell: 3.54
  ant_nets: 0
  first_pass_iters: 3
  wire_per_inst_um: 9.61
  met1_length_um: 738
  n_antenna_cell: 0
critical_path:
  crit_path_max_fanout: 2
  cp_slowest_stage_delay_ns: 0.53
  crit_start: "tx"
  crit_family: "flip-flops"
  r2r_cells: 2
  arrival_ns: 1.24
  critPathBufInv: 1
  startpoint_type: "register"
  worstPathCellList: "clkdlybuf4s50_1"
  regToRegSetupSlack_ns: 0.70
  worstSetupPathType: "register to output pin"
  crit_slowest_cell: "dfstp_2"
  regToRegStartpoint: "current_state[2]"
  cp_data_required_time_ns: 1.52
  r2r-end: "shift_reg[2]"
  cp-end-kind: "output pin"
global_routing:
  grt_util_all_layers_pct: 3.92
  grt_pass1_wl_um: 2880
  grt_antenna_before_repair: 0
  grt-ovfl-total: 0
  grt_max_degree: 21
  grt_pass1_vias: 640
placed_design:
  io_buffers: 12
  dp_hpwl_um: 1120
  place.gp.congestion: 0.734
clock_tree:
  insertion_delay_ns: 0.25
  root_buffer: "clkbuf_8"
  cts.repair.resized: 0
  cts_made_buffers: 3
  cts_tree: "built"
  clock-sinks: 20
  clk_pin_slew_ns: 0.07
  cts_hold_buffers: 0
  h-tree-depth: 1
  post_cts_buffers: 0
  clk_path_buf_depth: 2
power:
  ir_worst_vdd_v: 0.000316
  p_per_area_nw_per_um2: 1360
  clkPwrFrac_pct: 26.6
  p_seq_share_pct: 48.0
  p_leak_nw: 0.436
  p_sw_mw: 0.433
  swShare_pct: 27.7
  p_int_mw: 1.13
  p_comb_share_pct: 25.4
  power_mw: 1.56
floorplanning:
  fp-row-count: 26
  chip_area_um2: 8460
  fp_util_pct: 17.6
  ios: 13
  die_x_um: 92
  core_um2: 5070
  fp.dieH_um: 92
cells_and_area:
  largest_reg_flops: 10
  drive_above_1_share_pct: 21.5
  areaGrowthSynthToFinish_pct: 28.0
  fillers: 565
  lay_top_cells: "12 x nand2_1, 12 x dfstp_2, 12 x clkdlybuf4s50_1"
synthesis:
  yosys_area_um2: 895
  synth-seq-cells: 20
  synth_warnings: 1
  ys_seq_share_pct: 57.6
  avgSynthCellArea_um2: 11.3
  syn_inst: 79
  synth_cell_types: 24
  syn-cell-area_um2: 895
  yosys-stat-cells: 79
hold_path:
  hp-class: "input port to async pin"
job:
  tool_warnings: 26
  drv_cap: 0
-- cell families after synthesis --
kind of cell             share of synthesized area (%)
buffers and inverters                             6.99
flip-flops                                        57.6
AND-OR/OR-AND                                     10.8
AND/OR/NAND/NOR                                   9.79
adder cells (fa/ha/maj)                           2.80
multiplexers                                      10.1
XOR/XNOR                                          1.96
-- cell type report --
| cell class | count | area (um2) | share of cell area, % |
|---|---|---|---|
| clock buffer | 3 | 41.3 | 3.61 |
| timing repair buffer | 14 | 135 | 11.8 |
| clock inverter | 1 | 30.0 | 2.62 |
| multi-input combinational | 50 | 317 | 27.7 |
| sequential | 20 | 515 | 45.0 |
| tap | 70 | 87.6 | 7.65 |
| inverter | 5 | 18.8 | 1.64 |
-- worst reg2reg max path, stage by stage (launching register included) --
cell	delay, ns
dfrtp_1	0.77
mux2i_1	0.26
o21ai_0	0.09
-- metal layers --
metal / track usage [%] / vias up
li1: - / 290
met1: 5.12 / 280
met2: 6.35 / 5
met3: 0.741 / 2
met4: 1.41 / 0
met5: 0 / -
-- how the worst max path moves through the flow --
stage | endpoint | cells past startpoint
after CTS | tx | 1
final | tx | 1
after global routing | tx | 1
-- synthesized netlist by cell type --
cell / number / share of area (%)
inv_1: 4 / 1.7
mux2i_1: 9 / 10
a21o_1: 1 / 0.84
nand2_1: 12 / 5.0
a22o_1: 1 / 0.98
and2_1: 1 / 0.70
nor2_1: 5 / 2.1
buf_6: 1 / 1.3
buf_2: 1 / 0.56
o22ai_1: 3 / 2.1
o21ai_0: 6 / 3.4
buf_4: 1 / 0.84
nand3b_1: 1 / 0.84
o21ai_1: 3 / 1.7
dfrtp_1: 8 / 22
a21o_2: 1 / 0.98
xnor2_1: 1 / 0.98
inv_2: 1 / 0.42
nand3_1: 2 / 1.1
o21bai_1: 1 / 0.84
ha_1: 2 / 2.8
dfstp_2: 12 / 35
buf_12: 1 / 2.2
xor2_1: 1 / 0.98
-- power by group through the flow --
stage | logic (mW) | clock network, mW | registers (mW)
finish | 0.396 | 0.416 | 0.750
global route | 0.464 | 0.450 | 0.779
CTS | 0.405 | 0.430 | 0.754
-- stage by stage --
stage	instances	setup WS [ns]	hold slack [ns]	util (%)	area [um2]
6_report	163	0.285	0.438	22.6	1140
5_1_grt	163	0.224	0.488	22.6	1140
4_1_cts	163	0.263	0.444	22.6	1140
3_5_place_dp	159	0.556	0.457	21.2	1070
3_3_place_gp	159	0.557	0.455	21.2	1070
2_1_floorplan	79	0.933	0.335	-	895
Power figures rest on the tool's default switching activity, not on a simulated workload.
